### flow/config.mk
export PLATFORM = sky130hd
export DESIGN_NAME = ram
export DESIGN_NICKNAME = ram
export VERILOG_FILES = /design/flow/design.v
export SDC_FILE = /design/flow/constraint.sdc
export NUM_CORES = 4
export LEC_CHECK = 1
export CORE_UTILIZATION = 50
export SYNTH_MEMORY_MAX_BITS = 65536
### flow/constraint.sdc
current_design ram

set clk_period 2218.2
set clk_io_pct 0.2

create_clock -name clk0 -period $clk_period [get_ports {clk_i}]

set non_clock_inputs [all_inputs -no_clocks]
set_input_delay [expr $clk_period * $clk_io_pct] -clock clk0 $non_clock_inputs
set_output_delay [expr $clk_period * $clk_io_pct] -clock clk0 [all_outputs]
### flow/design.v
`timescale 1ns/1ps
`default_nettype        none
module DFFRAM256x32  (
        CLK,
        WE0,
        EN0,
        Di0,
        Do0,
        A0
);
       localparam A_WIDTH = 8;
       localparam NUM_WORDS = 2**A_WIDTH;
       input   wire                         CLK;
       input   wire    [3:0]                WE0;
       input   wire                         EN0;
       input   wire    [31:0]               Di0;
       output  reg     [31:0]               Do0;
       input   wire    [(A_WIDTH - 1): 0]   A0;
       reg [31:0] RAM[(NUM_WORDS-1): 0];
       always @(posedge CLK)
           if(EN0) begin
               Do0 <= RAM[A0];
               if(WE0[0]) RAM[A0][ 7: 0] <= Di0[7:0];
               if(WE0[1]) RAM[A0][15: 8] <= Di0[15:8];
               if(WE0[2]) RAM[A0][23:16] <= Di0[23:16];
               if(WE0[3]) RAM[A0][31:24] <= Di0[31:24];
           end
           else
               Do0 <= 32'b0;
    endmodule
`timescale 1ns/1ps
module ram(
    input clk_i,
    input pA_wb_cyc_i,
    input pB_wb_cyc_i,
    input pA_wb_stb_i,
    input pB_wb_stb_i,
    input pA_wb_we_i,
    input pB_wb_we_i,
    input [10:0] pA_wb_addr_i,
    input [10:0] pB_wb_addr_i,
    input [7:0] pA_wb_data_i,
    input [7:0] pB_wb_data_i,
    input VPWR,
    input VGND,
    output logic pA_wb_ack_o,
    output logic pB_wb_ack_o,
    output logic pA_wb_stall_o,
    output logic pB_wb_stall_o,
    output logic [31:0] pA_wb_data_o,
    output logic [31:0] pB_wb_data_o
    );
logic [31:0] pA_wb_data_padded;
assign pA_wb_data_padded = 32'(pA_wb_data_i) << (pA_wb_addr_i[1:0] * 8);
logic [31:0] pB_wb_data_padded;
assign pB_wb_data_padded = 32'(pB_wb_data_i) << (pB_wb_addr_i[1:0] * 8);
logic d1_pA_sel;
assign d1_pA_sel = ~pA_wb_addr_i[10];
logic d1_pB_sel;
assign d1_pB_sel = ~pB_wb_addr_i[10];
logic d2_pA_sel;
assign d2_pA_sel = pA_wb_addr_i[10];
logic d2_pB_sel; 
assign d2_pB_sel = pB_wb_addr_i[10];
logic pA_en;
assign pA_en = pA_wb_cyc_i & pA_wb_stb_i;
logic pB_en;
assign pB_en = pB_wb_cyc_i & pB_wb_stb_i;
logic [10:0] d1_addr_in;
logic [10:0] d2_addr_in;
logic [7:0] d1_addr_in_trunc;
logic [7:0] d2_addr_in_trunc;
logic [31:0] d1_data_in;
logic [31:0] d2_data_in;
logic [31:0] d1_data_out;
logic [31:0] d2_data_out;
logic turn = 0;
logic collision;
logic stallA;
logic stallB;
logic [3:0] d1_we;
logic [3:0] d2_we;
logic [1:0] pA_data_sel;
logic [1:0] pB_data_sel;
logic [1:0] pA_byte_off;
logic [1:0] pB_byte_off;
assign d1_addr_in_trunc = d1_addr_in[7:0];
assign d2_addr_in_trunc = d2_addr_in[7:0];
assign pA_byte_off = pA_wb_addr_i[1:0];
assign pB_byte_off = pB_wb_addr_i[1:0];
always_comb
begin  
    collision = 0;
    stallA = 0;
    stallB = 0;
    d1_addr_in = 0;
    d1_data_in = 0;
    d1_we = 0;
    d2_addr_in = 0;
    d2_data_in = 0;
    d2_we = 0;
    pA_wb_data_o = 0;
    pB_wb_data_o = 0;
    if (pA_en & pB_en)
    begin
        if (d1_pA_sel == d1_pB_sel)
        begin
            if (turn)
            begin
                d1_addr_in = pB_wb_addr_i;
                d1_data_in = pB_wb_data_padded;
                if (pB_wb_we_i)
                    d1_we = (1 << pB_byte_off);
                stallA = 1;
            end
            else
            begin
                d1_addr_in = pA_wb_addr_i;
                d1_data_in = pA_wb_data_padded;
                if (pA_wb_we_i)
                    d1_we = (1 << pA_byte_off);
                stallB = 1;
            end
            collision = 1;
        end
        if (d2_pA_sel == d2_pB_sel)
        begin
            if (turn)
            begin
                d2_addr_in = pB_wb_addr_i;
                d2_data_in = pB_wb_data_padded;
                if (pB_wb_we_i)
                    d2_we = (1 << pB_byte_off);
                stallA = 1;
            end
            else
            begin
                d2_addr_in = pA_wb_addr_i;
                d2_data_in = pA_wb_data_padded;
                if (pA_wb_we_i)
                    d2_we = (1 << pA_byte_off);
                stallB = 1;
            end
            collision = 1;
        end
        else
        begin
            if (d1_pA_sel)
            begin
                d1_addr_in = pA_wb_addr_i;
                d1_data_in = pA_wb_data_padded;
                if (pA_wb_we_i)
                    d1_we = (1 << pA_byte_off);
                d2_addr_in = pB_wb_addr_i;
                d2_data_in = pB_wb_data_padded;
                if (pB_wb_we_i)
                    d2_we = (1 << pB_byte_off);
            end
            else 
	        begin
		        d1_addr_in = pB_wb_addr_i;
                d1_data_in = pB_wb_data_padded;
                if (pB_wb_we_i)
                    d1_we = (1 << pB_byte_off);
                d2_addr_in = pA_wb_addr_i;
                d2_data_in = pA_wb_data_padded;
                if (pA_wb_we_i)
                    d2_we = (1 << pA_byte_off);
            end
        end
    end
    else if (pA_en)
    begin
        if (d1_pA_sel)
        begin
            d1_addr_in = pA_wb_addr_i;
            d1_data_in = pA_wb_data_padded;
            if (pA_wb_we_i)
                d1_we = (1 << pA_byte_off);
        end
        else
        begin
            d2_addr_in = pA_wb_addr_i;
            d2_data_in = pA_wb_data_padded;
            if (pA_wb_we_i)
                d2_we = (1 << pA_byte_off);
        end
    end
    else if (pB_en)
    begin
        if (d1_pB_sel)
        begin
            d1_addr_in = pB_wb_addr_i;
            d1_data_in = pB_wb_data_padded;
            if (pB_wb_we_i)
                d1_we = (1 << pB_byte_off);
        end
        else
        begin
            d2_addr_in = pB_wb_addr_i;
            d2_data_in = pB_wb_data_padded;
            if (pB_wb_we_i)
                d2_we = (1 << pB_byte_off);
        end
    end
    if (pA_data_sel == 1)
        pA_wb_data_o = d1_data_out;
    else if(pA_data_sel == 2)
        pA_wb_data_o = d2_data_out;
    if (pB_data_sel == 1)
        pB_wb_data_o = d1_data_out;
    else if(pB_data_sel == 2)
        pB_wb_data_o = d2_data_out;
end
always @(posedge clk_i)
begin
    if (collision)
        turn <= ~turn;
    else
        turn <= turn;
    if (((d1_pA_sel & pA_en) | (d2_pA_sel & pA_en)) & ~stallA)
        pA_wb_ack_o <= 1;
    else
        pA_wb_ack_o <= 0;
    if (((d1_pB_sel & pB_en) | (d2_pB_sel & pB_en)) & ~stallB)
        pB_wb_ack_o <= 1;
    else
        pB_wb_ack_o <= 0;
    if (stallA)
        pA_wb_stall_o <= 1;
    else
        pA_wb_stall_o <= 0;
    if (stallB)
        pB_wb_stall_o <= 1;
    else
        pB_wb_stall_o <= 0;
    if (d1_pA_sel & ~stallA & pA_en)
        pA_data_sel <= 1;
    else if (d2_pA_sel & ~stallA & pA_en)
        pA_data_sel <= 2;
    else
        pA_data_sel <= 0;
    if (d1_pB_sel & ~stallB & pB_en)
        pB_data_sel <= 1;
    else if (d2_pB_sel & ~stallB & pB_en)
        pB_data_sel <= 2;
    else
        pB_data_sel <= 0;
end
DFFRAM256x32 d1(
    .CLK(clk_i),
    .WE0(d1_we),
    .EN0((pA_en & d1_pA_sel) | (pB_en & d1_pB_sel)),
    .Di0(d1_data_in),
    .Do0(d1_data_out),
    .A0(d1_addr_in_trunc)
    );
DFFRAM256x32 d2(
    .CLK(clk_i),
    .WE0(d2_we),
    .EN0((pA_en & d2_pA_sel) | (pB_en & d2_pB_sel)),
    .Di0(d2_data_in),
    .Do0(d2_data_out),
    .A0(d2_addr_in_trunc)
    );
endmodule
### flow/run.sh
#!/bin/bash
# OpenROAD 26Q1-2900-gdf79404cd8, Yosys 0.63+post, stock flow scripts
make -C /OpenROAD-flow-scripts/flow DESIGN_CONFIG=/design/flow/config.mk WORK_HOME=/design/flow/orfs finish
==> reports/metrics.yaml <==
status: "finished clean"
cp-start-kind: "input pin"
end_kind: "flip-flop"
peakVddDrop_mv: 0.0007819
drt_iter0_drc: 27800
placed_area_sq_um: 717100
clkLatencyLatePin_ns: 1.34
stdcell_count: 73140
finalSetupTns_ns: 0
power_density_nw_per_um2: 0.8951
vias: 383900
rows: 415
die_x_um: 1135
dieHeight_um: 1135
syn2layout_area_growth_pct: 20.30
cts_buffers: 1753
gr-total-overflow: 0
cts.path.max_buffers: 6
cap_violations: 0
area_leaders: "edfxtp_1, nand2_1, mux4_2"
clockRootBuffer: "clkbuf_16"
rr_worst_depth: 21
syn_area_per_cell_sq_um: 15.92
grt_util_all_layers_pct: 35.62
syn-cell-area_sq_um: 641900
final.min_clock_period_ns: 451.91
wl_per_cell_um: 27.81
rrSetupSlack_ns: 2209.12
cts.clk_slew.worst_paths_ns: 0.06
antenna_found_initial: 287
crit_arrival_ns: 453.12
seq_area_sq_um: 493500
rsz0062_at_grt: "false"
hold_viol: 0
drt-vias-per-instance: 5.249
finalInstanceArea_sq_um: 772200
min_path_type: "flip-flop to flip-flop"
grt_pass1_wl_um: 2822000
path_class: "input pin to flip-flop"
synth_warnings: 2
power.leakage_uw: 0.2855
die-area_sq_um: 1288000
synth-seq-cells: 16460
comb_area_sq_um: 183800
critPathMaxFanout: 50
flop_cell: "edfxtp_1"
cts.repair.resized: 0
ys_cells: 40310
cp-startpoint: "pB_wb_stb_i"
routed_wirelength_um: 2034000
antenna_left: 0
setup_viol: 0
p_total_uw: 691.2
endpoint: "d1.Do0[2]$_SDFF_PN0_"
edf_count: 16390
period_used_pct: 20.37
clock_sinks: 16460
cp.required_ns: 2219.41
fmax_mhz: 2.213
synth_cell_types: 105
worst_pin_slew_ns: 1.437
clock_skew_ns: 0.09615
synthCells: 40310
dpl.cell_count: 69340
ios: 115
largest_area_cell: "edfxtp_1"
core_area_sq_um: 1278000
slew_headroom_pct: 3.869
cts-hold-fix-buffers: 0
drive_above_1_share_pct: 11.39
cts_tree: "done"
warning_count: 194
synthArstFlopShare_pct: 0
gp_congestion: 0.9800
drtPass1Iterations: 8
slew_viol_final: 0
ys_area_sq_um: 641900
top_cell_area_share_pct: 76.65
hpwl_um: 1340000
grt_max_degree: 185
port_buffers: 108
holdWs_ns: 0.8555
post_cts_buffers: 0
r2r_start: "turn$_DFFE_PP_"
fill_cells: 93850
htree_levels: 7
yosysSeqAreaShare_pct: 76.87
drc: 0
initial_core_util_pct: 50.21
timing.rr.end: "d1.Do0[2]$_SDFF_PN0_"
grt_pass1_vias: 385100
per-stage QoR:
stage / utilization [%] / setup WS, ns
3_5_place_dp: 56.09 / 1764.86
5_1_grt: 60.34 / 1765.69
6_report: 60.41 / 1766.29
2_1_floorplan: - / 1764.09
4_1_cts: 60.27 / 1766.31
3_3_place_gp: 56.09 / 1764.91
cells in the final DEF (no fill, tap or decap), drive strengths merged, types with 222 or more instances in the layout:
master,n
nand2,8604
a311oi,671
a22oi,222
clkbuf,2162
a21oi,1948
and3,679
diode,713
buf,2191
edfxtp,16390
mux2i,1079
o21ai,627
mux4,1351
nand4,295
nand3,1939
a31oi,395
conb,12290
nor2,828
a221oi,550
clkinv,761
o22ai,474
layer usage:
metal  vias up  wire length [um]  global-route usage [%]
met5         -              7486                   5.319
met4       315            145100                   19.27
met3      4603            387300                   28.19
met2     19850            903100                   47.80
met1    186100            590600                   41.51
li1     173000                 -                       -
sequential cells by signal, indices dropped and copies added, names as in the netlist, 2 cells and up:
name,cells
pB_data_sel,2
d1.RAM,8192
d2.Do0,32
pA_data_sel,2
d2.RAM,8192
d1.Do0,32
area by class of cell:
type	count	area share [%]
Sequential cell	16460	63.90
Multi-Input combinational cell	33430	23.80
Clock buffer	2162	5.987
Tap cell	17100	2.770
Timing Repair Buffer	2295	2.367
Clock inverter	924	0.9221
Antenna cell	713	0.2310
Inverter	55	0.02673
where the power goes:
part	leakage, uW	switching (uW)	internal [uW]
Combinational	0.108	35.1	14.5
Clock	0.0262	117	159
Sequential	0.151	4.06	361
Total	0.285	156	535
cells in the mapped netlist (all sizes together) (34+ instances only):
| cell type | number |
|---|---|
| nand4 | 295 |
| o22ai | 474 |
| o211ai | 71 |
| mux2i | 1079 |
| o2111ai | 53 |
| nor2 | 828 |
| nand2 | 8604 |
| buf | 2017 |
| mux4 | 1351 |
| nor3 | 143 |
| a311oi | 671 |
| edfxtp | 16390 |
| a221oi | 550 |
| a221o | 34 |
| clkbuf | 637 |
| nand3 | 1939 |
| o21ai | 627 |
| a21oi | 1948 |
| a31oi | 395 |
| nor4 | 170 |
| a41oi | 36 |
| a211oi | 200 |
| dfxtp | 72 |
| a32oi | 202 |
| inv | 55 |
| a2111oi | 93 |
| or4 | 34 |
| a22oi | 222 |
| and3 | 679 |
| a22o | 53 |
worst min-delay path by stage:
stage	startpoint	end	cells past startpoint
after CTS	turn$_DFFE_PP_	turn$_DFFE_PP_	2
after global routing	turn$_DFFE_PP_	pB_wb_stall_o$_DFF_P_	2
final	turn$_DFFE_PP_	turn$_DFFE_PP_	2
cells by family after synthesis:
kind of cell	count (synthesis)	synth area share, %
buffers and inverters	2709	2.097
other	1	0.0005842
flip-flops	16460	76.87
AND-OR/OR-AND	5877	6.101
multiplexers	2461	6.477
XOR/XNOR	2	0.005653
AND/OR/NAND/NOR	12810	8.446
critical path, stage by stage:
cell and delay (ns):
clkdlybuf4s50_1 0.69, nand2_2 0.69, a21oi_1 0.24, o211ai_1 0.23, buf_4 0.42, buf_4 0.70, buf_4 0.73, buf_4 0.58
buf_4 0.58, buf_4 0.49, buf_4 0.51, buf_4 0.66, mux4_2 0.59, nand2_1 0.08, nand2_1 0.18, nand2_1 0.12
nand4_1 0.31, a2111oi_1 0.80, buf_4 0.30, a31oi_1 0.11, buf_4 0.22
Power figures rest on the tool's default switching activity, not on a simulated workload.
